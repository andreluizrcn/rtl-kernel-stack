--- /design/flow/design.v ---
module sync_fifo #(
    parameter DATA_WIDTH = 32,
    parameter ADDR_WIDTH = 4,    
    parameter FIFO_DEPTH = 16
) (
    input wire clk,
    input wire rst_n,
    input wire wr_en,
    input wire [DATA_WIDTH-1:0] data_in,
    output wire full,
    input wire rd_en,
    output wire [DATA_WIDTH-1:0] data_out,
    output wire empty
);
  reg [DATA_WIDTH-1:0] mem[0:FIFO_DEPTH-1];
  reg [ADDR_WIDTH:0] wr_ptr = 0;   
  reg [ADDR_WIDTH:0] rd_ptr = 0;
  wire [ADDR_WIDTH:0] wr_ptr_gray;
  wire [ADDR_WIDTH:0] rd_ptr_gray;
  assign empty = (wr_ptr == rd_ptr);
  assign full = ((wr_ptr[ADDR_WIDTH-1:0] == rd_ptr[ADDR_WIDTH-1:0]) &&
                   (wr_ptr[ADDR_WIDTH] != rd_ptr[ADDR_WIDTH]));
  assign data_out = mem[rd_ptr[ADDR_WIDTH-1:0]];
  always_ff @(posedge clk or negedge rst_n) begin
    if (!rst_n) begin
      wr_ptr <= 0;
    end else if (wr_en && !full) begin
      mem[wr_ptr[ADDR_WIDTH-1:0]] <= data_in;
      wr_ptr <= wr_ptr + 1;
    end
  end
  always_ff @(posedge clk or negedge rst_n) begin
    if (!rst_n) begin
      rd_ptr <= 0;
    end else if (rd_en && !empty) begin
      rd_ptr <= rd_ptr + 1;
    end
  end
  function [ADDR_WIDTH:0] binary_to_gray(input [ADDR_WIDTH:0] bin);
    binary_to_gray = bin ^ (bin >> 1);
  endfunction
  assign wr_ptr_gray = binary_to_gray(wr_ptr);
  assign rd_ptr_gray = binary_to_gray(rd_ptr);
endmodule
--- /design/flow/run.sh ---
#!/bin/bash
# OpenROAD 26Q1-2900-gdf79404cd8, Yosys 0.63+post, stock flow scripts
make -C /OpenROAD-flow-scripts/flow DESIGN_CONFIG=/design/flow/config.mk WORK_HOME=/design/flow/orfs finish
--- /design/flow/config.mk ---
export PLATFORM = sky130hd
export DESIGN_NAME = sync_fifo
export DESIGN_NICKNAME = sync_fifo
export VERILOG_FILES = /design/flow/design.v
export SDC_FILE = /design/flow/constraint.sdc
export NUM_CORES = 4
export LEC_CHECK = 1
export CORE_UTILIZATION = 50
--- /design/flow/constraint.sdc ---
current_design sync_fifo

set clk_period 6.1
set clk_io_pct 0.2

create_clock -name clk0 -period $clk_period [get_ports {clk}]

set non_clock_inputs [all_inputs -no_clocks]
set_input_delay [expr $clk_period * $clk_io_pct] -clock clk0 $non_clock_inputs
set_output_delay [expr $clk_period * $clk_io_pct] -clock clk0 [all_outputs]
==> impl_results.rst <==
Physical design figures
=======================

.. list-table::
   :header-rows: 1

   * - Metric
     - Value
   * - Placement Cell Area
     - 21,640 um2
   * - DRC violations left
     - 0
   * - Max H-tree Level
     - 2
   * - Initial DRC count
     - 782
   * - Min cycle time layout
     - 5276 ps
   * - Kind of critical path
     - reg2out
   * - Area leader, netlist
     - sky130_fd_sc_hd__edfxtp_1
   * - Final wirelength
     - 52.63 mm
   * - Clock tree root buffer cell
     - sky130_fd_sc_hd__clkbuf_16
   * - Length in cells of the worst reg-to-reg path
     - 7
   * - Average cell area after synthesis
     - 16.56 um2
   * - Tightest slew margin relative to the limit
     - a little over two fifths
   * - Max Clock Freq
     - 189.5 MHz
   * - Top area cell types
     - sky130_fd_sc_hd__edfxtp_1, sky130_fd_sc_hd__a22oi_1, sky130_fd_sc_hd__a221oi_1, sky130_fd_sc_hd__buf_2, sky130_fd_sc_hd__nand3_1
   * - Routed length on met3
     - 7.006 mm
   * - Hold-critical path depth
     - 1
   * - Most common library cells after synthesis
     - sky130_fd_sc_hd__edfxtp_1, sky130_fd_sc_hd__a22oi_1, sky130_fd_sc_hd__nand2_1
   * - Dominant cell by count in the synthesized netlist
     - sky130_fd_sc_hd__edfxtp_1
   * - Die X-Extent
     - 204.0 um
   * - Chip Area, Yosys
     - 20,410 um2
   * - Crit-path slowest cell
     - sky130_fd_sc_hd__buf_4
   * - Layout cells sized above 1
     - 10.53%
   * - Crit path capture type
     - primary output
   * - Final worst path period share
     - between 80% and 90%
   * - Cell Chain, Critical Path
     - inv_1 -> ha_4 -> buf_4 -> a22oi_1 -> a311oi_1 -> nor2_1 -> a31oi_1 -> clkdlybuf4s50_1
   * - Cell family with the largest share of critical-path delay
     - buffers and inverters
   * - Design area
     - 23,110 um2
   * - Io pins
     - 70
   * - DIE HEIGHT
     - 204.0 um
   * - Total antenna diodes in the routed design
     - 0
   * - Number of cells in Yosys stat
     - about 1,200
   * - Share of Yosys cell area claimed by the top area cell type
     - 75.34%
   * - Highest metal layer used by the detailed router
     - met5
   * - Clock latency on the worst-skew pair
     - 590 ps
   * - Antenna Violating Nets Remaining
     - 0
   * - Number of setup buffers added after CTS
     - 0
   * - Final max-slew violation count
     - 0
   * - Dpl hpwl
     - 25.77 mm
   * - Synthesized registers
     - around 520
   * - Total core area
     - between 40,000 and 50,000 um2
   * - Total negative slack for setup checks
     - 0 ps
   * - Initial standard-cell utilization of the core
     - 51.01%
   * - Met2 routed wirelength
     - approximately 25 mm
   * - Maximum Capacitance Violations
     - 0
   * - Number of synthesis warnings
     - 2
   * - Post-synthesis instance area
     - 20,410 um2
   * - Result of the run
     - completed
   * - Measured slew at the worst slew-check pin
     - 871.0 ps
   * - Number of antenna violations at the first check in global routing
     - 1
   * - Sequential fraction of the synthesis area
     - 76.57%
   * - Setup repair after global routing missed its margin
     - false
   * - Arrival time worst endpoint
     - 4060 ps
   * - WP buf/inv
     - 3
   * - Clock-pin slew reported for the worst setup and hold paths after clock tree synthesis
     - ~60 ps
   * - Number of endpoints with negative hold slack in the final report
     - 0
   * - Req. time, crit path
     - 4880 ps
   * - Largest net degree at the start of global routing
     - 83
   * - Reported leakage power
     - 7.173 nW
   * - Final weighted congestion of routability-driven global placement
     - 0.8105
   * - Maximum fanout along the worst path
     - 56
   * - GRT overflow
     - 0
   * - Largest stage delay, worst path
     - 710 ps
   * - Clock tree from TritonCTS
     - built
   * - Maximum clock path buffer count
     - 3
   * - Total number of vias
     - 11,810
   * - Number of library cell types mapped by synthesis
     - 65
   * - WL per Instance
     - 28.37 um
   * - Syn Inst Count
     - approximately 1,200
   * - Sink count of the clock tree
     - ~520
   * - Number of global-route vias before repair
     - 12,330
   * - I/O Buffers
     - 69
   * - Number of warning messages in the logs
     - 31
   * - TritonCTS Buffers
     - 52
   * - FFs w/ async S/R, synth
     - 1.916%
   * - First-pass GRT wire length
     - 78.79 mm
   * - Met1 Wirelength
     - 19.62 mm
   * - Chip Footprint
     - around 42,000 um2
   * - Cell Rows
     - 73
   * - Power density over cell area
     - 479.6 nW/um2
   * - Vias per Instance
     - 6.369
   * - Maximum VDD drop
     - 0.3342 mV
   * - Tot GR Track Use
     - 29.12%
   * - Final setup violation count
     - 0
   * - Total number of cells along the worst setup path
     - 8
   * - Main flop type
     - sky130_fd_sc_hd__edfxtp_1
   * - Post-CTS Hold Buffers
     - 0
   * - Number of gates resized after CTS
     - 0
   * - Iteration count of the initial detailed-routing pass
     - 6
   * - Kind of path behind the tightest hold check
     - reg2reg
   * - Startpoint type of the worst setup path
     - flip-flop
   * - Worst setup skew after layout
     - 12.79 ps
   * - Layout area overhead
     - 13.28%
   * - Post-synth EDFFs
     - 512
-- worst paths after layout --
kind	slack, ps	endpoint	start
worst max register to register	2290	mem[5][11]	rd_ptr[3]
worst min register to register	540	rd_ptr[4]	rd_ptr[4]
worst min-delay path	540	rd_ptr[4]	rd_ptr[4]
max in group asynchronous	4590	rd_ptr[2]	rst_n
min in group asynchronous	1030	wr_ptr[1]	rst_n
worst max-delay path	820	data_out[3]	rd_ptr[0]
-- sequential cells by signal, summed over array words and instances, names as in the netlist --
register and flops:
mem 512, rd_ptr 5, wr_ptr 5
-- report_power, final --
| group | leakage (nW) | internal, mW | switching, mW |
|---|---|---|---|
| registers | 4.73 | 4.16 | 0.209 |
| clock network | 0.725 | 1.58 | 1.26 |
| logic | 1.72 | 1.55 | 2.32 |
-- cell type report --
cell class	count	area, um2
multi-input cells	605	4320
clock inverters	19	82.58
repair buffers	105	998.5
fillers	3022	16890
flip-flops and latches	522	15630
inverters	8	30.03
well taps	525	656.9
clock buffers	71	1394
-- worst register-to-register path, cell delays in order, from the launching register on --
cell,delay [ps]
sky130_fd_sc_hd__dfrtp_4,760
sky130_fd_sc_hd__buf_4,470
sky130_fd_sc_hd__buf_4,460
sky130_fd_sc_hd__xnor2_2,150
sky130_fd_sc_hd__nand4_4,190
sky130_fd_sc_hd__o21ai_4,210
sky130_fd_sc_hd__nor3_2,530
sky130_fd_sc_hd__buf_4,630
-- stage by stage --
| stage | utilization (%) | hold slack (ps) | total power [mW] | setup WS, ps | std cells |
|---|---|---|---|---|---|
| detailed placement | 54.09 | 526.1 | 8.319 | 1446 | 1765 |
| floorplan | - | 502.2 | 6.664 | 1161 | 1232 |
| global route | 57.78 | 569.1 | 11.63 | 522.8 | 1855 |
| finish | 57.78 | 537.9 | 11.08 | 824.0 | 1855 |
| CTS | 57.78 | 535.0 | 11.16 | 791.0 | 1855 |
| global placement | 54.09 | 516.1 | 8.308 | 1480 | 1765 |
-- cells in the final DEF, fill, tap and decap left out, types with 8 or more instances in the layout --
cell type,Yosys,routed
sky130_fd_sc_hd__clkbuf_1,10,18
sky130_fd_sc_hd__o21ai_1,12,12
sky130_fd_sc_hd__clkdlybuf4s50_1,0,69
sky130_fd_sc_hd__xnor2_1,11,11
sky130_fd_sc_hd__dfrtp_1,10,8
sky130_fd_sc_hd__nand3_1,55,55
sky130_fd_sc_hd__clkbuf_16,0,53
sky130_fd_sc_hd__buf_4,21,33
sky130_fd_sc_hd__a21oi_1,47,47
sky130_fd_sc_hd__a311oi_1,10,10
sky130_fd_sc_hd__clkinv_1,0,10
sky130_fd_sc_hd__a22o_1,12,12
sky130_fd_sc_hd__nor2_1,37,37
sky130_fd_sc_hd__clkinv_2,0,9
sky130_fd_sc_hd__a31oi_1,28,28
sky130_fd_sc_hd__nor3_2,1,13
sky130_fd_sc_hd__edfxtp_1,512,512
sky130_fd_sc_hd__a22oi_1,73,73
sky130_fd_sc_hd__mux2i_1,23,23
sky130_fd_sc_hd__nand3b_1,9,9
sky130_fd_sc_hd__nand2_1,59,58
sky130_fd_sc_hd__a211oi_1,13,13
sky130_fd_sc_hd__o22ai_1,8,8
sky130_fd_sc_hd__o21ai_0,16,16
sky130_fd_sc_hd__a222oi_1,24,24
sky130_fd_sc_hd__a221oi_1,39,39
-- cell families after synthesis --
| logic type | share of synthesized area, % |
|---|---|
| adder cells (fa/ha/maj) | 0.4905 |
| flip-flops | 76.57 |
| buffers and inverters | 2.931 |
| multiplexers | 1.846 |
| XOR/XNOR | 0.6745 |
| AND-OR/OR-AND | 12.38 |
| AND/OR/NAND/NOR | 5.108 |
-- routing by layer --
layer,GRT usage (%),vias to the layer above
met5,2.381,-
met4,5.357,4
met3,15.88,85
met2,41.85,707
met1,44.04,5844
li1,-,5174
Power is estimated from default activity; no workload was simulated.
